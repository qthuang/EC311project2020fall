==> /design/flow/design.v <==
`timescale 1ns / 1ps
module counter_n(
input   clk, n_reset, button_in,         
output [3:0]result
    );
     reg DB_out;
      reg [3:0] counter;
      reg [3:0] counter_reg;
    parameter N = 11 ;      
    reg  [N-1 : 0]  delaycount_reg;                     
    reg  [N-1 : 0]  delaycount_next;
    reg DFF1, DFF2;                                 
    wire q_add;                                     
    wire q_reset;
 reg  delay_reg ;
 wire level_out;
        always @ ( posedge clk or negedge n_reset )
        begin
            if(n_reset ==  0)
                begin
                    DFF1 <= 1'b0;
                    DFF2 <= 1'b0;
                    delay_reg  <=  1'b0;
                    delaycount_reg <= { N {1'b0} };
                end
            else
                begin
                    DFF1 <= button_in;
                    DFF2 <= DFF1;
                    delaycount_reg <= delaycount_next;
                    delay_reg  <=  DB_out;
                end
        end
    assign q_reset = (DFF1  ^ DFF2); 
    assign  q_add = ~(delaycount_reg[N-1]);        
    always @ ( q_reset, q_add, delaycount_reg)
        begin
            case( {q_reset , q_add})
                2'b00 :
                        delaycount_next <= delaycount_reg;
                2'b01 :
                        delaycount_next <= delaycount_reg + 1;
                default :
                        delaycount_next <= { N {1'b0} };
            endcase   
        end
    always @ ( posedge clk )
        begin
            if(delaycount_reg[N-1] == 1'b1)
                    DB_out <= DFF2;
            else
                    DB_out <= DB_out;
        end
    assign  level_out  =  (delay_reg)  &  (~DB_out);     
    always @(posedge  clk )
    if ( n_reset == 0)
    counter <= 1;
    else if ( level_out == 1'b1)
    begin
    if (counter  < 5)
    counter <= counter +1;
    else counter <= 1;
    end
assign result = counter;
endmodule
==> /design/flow/run.sh <==
#!/bin/bash
# OpenROAD 26Q1-2900-gdf79404cd8, Yosys 0.63+post, stock flow scripts
make -C /OpenROAD-flow-scripts/flow DESIGN_CONFIG=/design/flow/config.mk WORK_HOME=/design/flow/orfs finish
==> /design/flow/config.mk <==
export PLATFORM = sky130hd
export DESIGN_NAME = counter_n
export DESIGN_NICKNAME = counter_n
export VERILOG_FILES = /design/flow/design.v
export SDC_FILE = /design/flow/constraint.sdc
export NUM_CORES = 4
export LEC_CHECK = 1
export CORE_AREA = 10 10 95 95
export DIE_AREA = 0 0 105 105
==> /design/flow/constraint.sdc <==
current_design counter_n

set clk_period 2.2
set clk_io_pct 0.2

create_clock -name clk0 -period $clk_period [get_ports {clk}]

set non_clock_inputs [all_inputs -no_clocks]
set_input_delay [expr $clk_period * $clk_io_pct] -clock clk0 $non_clock_inputs
set_output_delay [expr $clk_period * $clk_io_pct] -clock clk0 [all_outputs]
==> Slide: Implementation Results <==
Physical Implementation Snapshot

Clock tree
  • CTS tree: yes
  • Post_cts resized: 0
  • Clock sinks: 19
  • Clock Pin Slew Worst Setup and Hold Paths: 0.07 ns
  • Hold-fix buffers at CTS: 0
  • Worst-case clock buffer depth: 2
  • Inserted Clock Buffers: 3
  • Clk latency late pin: 0.25 ns
  • Post-CTS Setup Bufs: 0
  • # H-tree levels: 1
  • Clock root buffer: clkbuf_8

Detailed routing
  • Routed wire length: 1634 um
  • Met2 WL: 665 um
  • Top sig layer: met3
  • Ant diodes: 0
  • DRT antenna net count: 0
  • Routed wire per std cell: 8.600 um
  • Drt pass-1 iters: 5
  • Via/cell ratio: 3.295
  • Routed length on met1: 853 um
  • # DRC: 0
  • Met3 routed WL: 115 um
  • Vias: 626
  • Drt first-iter violations: 31

Global routing
  • Vias in the first global route: 578
  • Initial antenna violation count: 0
  • Overall routing resource usage: 3.095%
  • Total grt overflow: 0
  • Pin count of the biggest net entering global routing: 12
  • Global-route wire length before repair: 2904 um

Synthesis
  • Syn avg cell area: 10.66 um^2
  • Yosys top cell area share: 39.60%
  • Dominant flop cell: dfrtp_1
  • Top post-synthesis cells by area: dfrtp_1 (40%), dfxtp_1 (9.1%), ha_1 (4.2%), a21oi_1 (4.0%), xor2_1 (4.0%)
  • Top cell type by total area after synthesis: dfrtp_1
  • Netlist cell types: 28
  • Syn Std Cell Area: 884.6 um^2
  • Cell with the most instances after synthesis: dfrtp_1
  • Warnings from Yosys: 1
  • Cells after synthesis: 83
  • # Cells Yosys: 83
  • Flip-flops with a built-in enable: 1
  • Post-synth top cells: dfrtp_1 (14), a21oi_1 (7), nand2_1 (6), nor2_1 (5), o21ai_0 (5)
  • Post-synthesis register bit count: 19
  • Area figure in the yosys stat output: 884.6 um^2
  • Seq share, synth: 52.05%
  • Synth async-reset ratio: 73.68%

Final timing
  • Measured slew at the worst slew-check pin: 0.4359 ns
  • Fin crit share: 73.31%
  • Setup Total Neg Slack: 0 ns
  • RSZ-0062 raised after global routing: no
  • Rel. slew slack: 70.85%
  • Setup violators final: 0
  • Clock skew: 0.003216 ns
  • Slew Viols, Final: 0
  • Hold Violations, Final: 0
  • Fmax achieved: 620.0 MHz
  • Final hold slack: 0.4036 ns
  • Min cycle time layout: 1.613 ns

Cells and area
  • FILL cells: 782
  • Max reg flops: 11
  • Layout cell share with drive strength beyond 1: 9.574%
  • Comb area: 409.1 um^2
  • Final instance count without filler cells: 190
  • Seq. cell area: 460.4 um^2
  • Area Growth Syn to Fin: 26.73%

Power
  • VDD IR max: 0.0002273 V
  • Pwr dens: 597.1 nW/um^2
  • LEAKAGE: 0.3967 nW

Critical path
  • Data required time of the critical path: 1.76 ns
  • Crit path kind: reg2out
  • Crit path buf inv count: 1
  • Slowest stage cell, crit path: clkdlybuf4s50_1
  • Slowest Stage Delay on Critical Path: 0.52 ns
  • Critical Path Sink Type: output port
  • Worst Path Max Fanout: 5
  • Critical-path cell list: clkdlybuf4s50_1
  • Critical path's top delay family: buffers and inverters
  • CP Launch Type: flop
  • Critical Path AT: 1.17 ns

Place
  • Detailed placement HPWL: 1216 um
  • GPL Wtd Cong: 0.7271
  • Placed cells: 186
  • Port Buffers: 6

Run
  • Max cap viols: 0
  • Count of tool warnings: 26

Floorplanning
  • Core area: 6907 um^2
  • I/O pin count: 7
  • Chip width: 105 um
  • Core Rows: 30
  • Die area: 11030 um^2
  • Chip height: 105 um
  • Pre-Place Util: 12.81%

Min path
  • Worst hold path type: reg2reg

Outcome
  • Status: finished clean
final timing paths:
kind	start	endpoint	slack [ns]	cells past startpoint
worst max-delay path	counter[3]$_SDFFE_PN0P_	result[3]	0.59	1
worst min-delay path	DFF1$_DFF_PN0_	DFF2$_DFF_PN0_	0.40	0
worst max register to register	delaycount_reg[10]$_DFFE_PN0P_	delaycount_reg[7]$_DFFE_PN0P_	0.73	3
worst min register to register	DFF1$_DFF_PN0_	DFF2$_DFF_PN0_	0.40	0
max in group asynchronous	n_reset	delaycount_reg[1]$_DFFE_PN0P_	1.23	2
min in group asynchronous	n_reset	delaycount_reg[7]$_DFFE_PN0P_	0.49	1
per-stage QoR:
| step | power [W] | util [%] | area (um^2) | setup WS (ns) |
|---|---|---|---|---|
| after floorplan | 0.0004130 | - | 884.6 | 0.8338 |
| after global placement | 0.0004383 | 15.58 | 1076 | 0.7192 |
| after detailed placement | 0.0004378 | 15.58 | 1076 | 0.6933 |
| after CTS | 0.0006794 | 16.23 | 1121 | 0.5481 |
| after global routing | 0.0007038 | 16.23 | 1121 | 0.5147 |
| final | 0.0006694 | 16.23 | 1121 | 0.5872 |
report_power, final:
| part | leakage, nW | internal, W | total [W] | switching [W] |
|---|---|---|---|---|
| Combinational | 0.146 | 0.0000233 | 0.0000523 | 0.0000290 |
| Sequential | 0.228 | 0.000363 | 0.000377 | 0.0000145 |
| Clock | 0.0228 | 0.000129 | 0.000240 | 0.000111 |
kinds of logic (layout without fill, tap and decap cells):
| family | count (synthesis) | in the layout | share of synthesized area [%] |
|---|---|---|---|
| mux | 1 | 1 | 1.132 |
| simple gates | 34 | 34 | 25.03 |
| flops | 19 | 19 | 52.05 |
| compound gates | 18 | 18 | 11.88 |
| fa+ha+maj | 3 | 3 | 4.244 |
| xor+xnor | 4 | 4 | 3.960 |
| buf+inv | 4 | 15 | 1.697 |
cells in the final DEF, fill, tap and decap left out, types with 2 or more instances in the layout:
| master | count |
|---|---|
| nand4b_1 | 2 |
| or4_1 | 3 |
| ha_1 | 3 |
| nand4_1 | 2 |
| dfxtp_1 | 4 |
| dfrtp_1 | 14 |
| buf_4 | 2 |
| nor3b_1 | 2 |
| a21oi_1 | 7 |
| or3_2 | 2 |
| nand3b_1 | 2 |
| clkdlybuf4s50_1 | 6 |
| nor2_1 | 5 |
| o21ai_0 | 5 |
| clkbuf_8 | 3 |
| nand2b_1 | 2 |
| inv_1 | 3 |
| xor2_1 | 4 |
| o31ai_1 | 3 |
| nand2_1 | 6 |
| a21boi_0 | 3 |
| or3_1 | 2 |
layer usage:
| layer | GRT usage [%] | up-vias |
|---|---|---|
| met2 | 4.270 | 12 |
| met4 | 0 | 0 |
| met3 | 1.553 | 0 |
| li1 | - | 324 |
| met1 | 4.485 | 290 |
| met5 | 0 | - |
area by class of cell:
cell class              count  share of cell area (%)
inverters                   3                   1.004
well taps                  96                   10.71
flip-flops and latches     19                   41.07
multi-input cells          60                   36.50
repair buffers              8                   6.696
clock buffers               4                   4.018
Power figures rest on the tool's default switching activity, not on a simulated workload.
