==> design.v <==
`timescale 1ns / 1ps
module difficulty(
    input button,
    input clk_1hz,
    input reset,
    output reg [2:0]dif,
    output reg [4:0] led
    );
    always @ (posedge clk_1hz) begin
        if(reset) begin
            dif <= 1;
            led <= 5'b00001; end
        else if(dif == 0 && button == 1) begin
            dif <= 2;
            led <= 5'b00010; end
        else if(dif == 2 && button == 1) begin
            dif <= 3;
            led <= 5'b00100; end
        else if(dif == 3 && button == 1) begin
            dif <= 4;
            led <= 5'b01000; end        
        else if(dif == 4 && button == 1) begin
            dif <= 5;
            led <= 5'b10000;end
        else if(dif == 5 && button == 1)begin
            dif <= 1;
            led <= 5'b00001;end
        else
            dif <= dif;
    end
endmodule
==> run.sh <==
#!/bin/bash
# OpenROAD 26Q1-2900-gdf79404cd8, Yosys 0.63+post, stock flow scripts
make -C /OpenROAD-flow-scripts/flow DESIGN_CONFIG=/design/flow/config.mk WORK_HOME=/design/flow/orfs finish
==> config.mk <==
export PLATFORM = sky130hd
export DESIGN_NAME = difficulty
export DESIGN_NICKNAME = difficulty
export VERILOG_FILES = /design/flow/design.v
export SDC_FILE = /design/flow/constraint.sdc
export NUM_CORES = 4
export LEC_CHECK = 1
export CORE_AREA = 10 10 70 70
export DIE_AREA = 0 0 80 80
==> constraint.sdc <==
current_design difficulty

set clk_period 1.9
set clk_io_pct 0.2

create_clock -name clk0 -period $clk_period [get_ports {clk_1hz}]

set non_clock_inputs [all_inputs -no_clocks]
set_input_delay [expr $clk_period * $clk_io_pct] -clock clk0 $non_clock_inputs
set_output_delay [expr $clk_period * $clk_io_pct] -clock clk0 [all_outputs]
==> notes.md <==
Observations from the implementation run.

Status:
- The flow ran to the end, and the final reports show no timing, DRC or antenna violations.

GRT:
- The first global-routing pass estimated 1580 microns of wire.
- The run puts the number of antenna violations at the first check in global routing at 0.
- The run puts the pin count of the biggest net entering global routing at 14.
- The run puts the via count of the first global-routing pass at 315.
- The run puts the total congestion overflow at 0.
- The run gives the combined global-route utilization of all metal layers as 3.23%.

Clock tree:
- Per the CTS log, the maximum H-tree level is 1.
- The clock passes through at most 2 buffers.
- The run puts the number of gates given a new drive strength after cts at 0.
- The run puts the CTS buffer count at 3.
- The run puts the clock edge transition at the registers on the reported setup and hold paths at 0.05 ns.
- The run gives the quantity of hold-fixing buffers added after cts as 0.
- TritonCTS built the clock tree.
- The run puts the number of buffers added for setup after CTS at 0.
- Looking at the clock tree report, the root buffer type is sky130_fd_sc_hd__clkbuf_4.
- Clock tree synthesis found a total of 8 sinks.
- The run gives the worst-skew pair later-pin latency as 0.25 ns.

Yosys:
- The run puts the total of flip-flops plus latches after synthesis at 8.
- The run puts the post-synth tally of flip-flops with integrated enable at 0.
- The run gives the sequential share of the synthesized area as 37.5%.
- The stat command in Yosys gives a chip area of 427 sq um.
- The run gives the cell total in the yosys stat output as 49.
- Yosys reported that registers with async set or reset make up 0%.
- Per the synth stats, the flop cell with the highest instance count is sky130_fd_sc_hd__dfxtp_1.
- The synthesized netlist contains 24 unique library cells.
- The run puts the number of instances in the synthesized netlist at 49.
- The run gives the synthesis warning total as 1.
- The run puts the area of the mapped netlist at 427 sq um.
- The run puts the average instance area after synthesis at 8.71 sq um.

Worst hold path:
- The tightest min-delay check is of the reg -> reg type.

Power and ir drop:
- The run puts the cell leakage power at 0.189 nW.
- The run gives the power density over cell area as 555 nW/um^2.
- The analysis reports a worst IR drop on VDD of 136 uV.

Floorplanning:
- The run puts the floorplan die width at 80 microns.
- In this run the core area contains 21 standard-cell rows.
- Per the OpenROAD floorplan log, the area of the die is 6400 sq um.
- The run puts the core utilization at floorplan at 12.5%.
- The run gives the area of the core as 3420 sq um.
- Pin placement for this block handled 11 I/O pins.
- The run gives the die extent in y as 80 microns.

Timing:
- The run gives the worst clock skew as 0.00253 ns.
- The run puts the least setup slack across all paths after layout at 0.158 ns.
- The run puts the final tally of setup violations at 0.
- The final layout reports a setup TNS of 0 ns.
- Counting endpoints that fail hold in the final report gives 0.
- The run puts the number of slew-limit violations in the final report at 0.
- The run gives the final critical-path share of the clock period as 91.7%.
- The run gives the normalized max-slew margin as 73.2%.
- Based on the critical path, the design can be clocked at up to 574 MHz.
- The run puts the transition at the pin with the smallest max-transition slack at 0.402 ns.
- The run gives the final period demand of the worst path as 1.74 ns.
- Setup repair after global routing left no endpoint under its margin.

Drt:
- The run puts the number of antenna-violating nets in the routed design at 0.
- Per the detail_route report, inserted antenna diodes total 0.
- The script logs the ratio of routed vias to standard cells as 3.54.
- The run puts the starting DRC count in detailed routing at 67.
- The run puts the post-detailed-route wirelength per cell at 10.1 microns.
- The run gives the number of design rule violations left after detail routing as 0.
- Wires add up to 1040 microns.
- The first detailed-routing pass took 4 iterations.
- The run gives the detailed-route via count as 365.

Placement:
- The run puts the pre-CTS worst setup slack at 0.280 ns.
- The run puts the number of I/O port buffers at 10.
- Once detailed placement completed, the half-perimeter wirelength came to 746 microns.
- The run gives the last weighted congestion value of the routability-driven placer as 0.766.

Setup path:
- The worst setup path is launched from a flip-flop.
- The run puts the critical path buffer and inverter count at 1.
- The run gives the worst stage delay on the critical path as 0.55 ns.
- The run gives the data required time of the worst path as 1.52 ns.
- The worst setup path is of the reg -> out kind.
- The run puts the worst-path maximum fanout at 13.
- The run gives the top cell family by delay on the critical path as flip-flops.
- The run puts the data arrival at the endpoint of the critical path at 1.36 ns.
- The run gives the kind of end point of the critical path as an output pin.
- The signal on the critical path passes through clkdlybuf4s50_1.
- Per the STA report, the cell with the highest stage delay on the worst path is sky130_fd_sc_hd__dfxtp_1.

Layout:
- The run gives the fraction of final layout cells with drive strength greater than 1 as 10.5%.
- Relative to the synthesized area, the layout overhead comes to 31.7%.
- The run gives the final core utilization as 16.4%.
- Leaving out fill and tap cells, the most frequent cell in the layout is sky130_fd_sc_hd__clkdlybuf4s50_1.
- In the layout the commonest cells are sky130_fd_sc_hd__clkdlybuf4s50_1 (10), sky130_fd_sc_hd__dfxtp_1 (8), sky130_fd_sc_hd__a21oi_1 (6).

Run:
- The run reported a max-capacitance violation count of 0.
- The tool warning count for the run is 25.
-- path summary, 6_finish.rpt --
path	endpoint	slack (ns)	depth (start not counted)	start
worst max-delay path	dif[2]	0.16	1	dif[2]
worst min-delay path	led[4]	0.49	2	led[4]
worst max register to register	led[4]	0.72	3	dif[2]
worst min register to register	led[4]	0.49	2	led[4]
-- flip-flops by register name (all words and copies together) (netlist names) --
name and cells:
led 5, dif 3
-- Yosys cell counts, types with 3 or more instances --
cell	n	area share (%)
sky130_fd_sc_hd__buf_6	3	7.9
sky130_fd_sc_hd__o21ai_1	3	3.5
sky130_fd_sc_hd__dfxtp_1	8	38
sky130_fd_sc_hd__nand2b_1	4	5.9
sky130_fd_sc_hd__nor2_1	4	3.5
sky130_fd_sc_hd__a21oi_1	6	7.0
sky130_fd_sc_hd__nand2_1	4	3.5
-- kinds of logic after synthesis --
logic type,share of synthesized area (%)
AOI/OAI and AO/OA,24.3
buffers and inverters,11.4
DFF,37.5
muxes,2.35
and+or+nand+nor,24.3
-- metal layers --
layer	share of wire [%]	routed length, microns	GRT usage (%)
met3	15	153	3.18
met1	45	473	4.03
met5	0	0	0
met2	39	407	4.01
met4	0.96	10	0.176
-- final cells by class --
cell class | count | area (sq um)
multi-input cells | 35 | 218
clock buffers | 3 | 22.5
flip-flops and latches | 8 | 160
inverters | 1 | 3.75
repair buffers | 10 | 100
fillers | 379 | 2850
well taps | 46 | 57.6
-- metrics by stage --
| step | hold slack [ns] | total power, W | std cells | area [sq um] |
|---|---|---|---|---|
| after floorplan | 0.433 | 0.000182 | 49 | 427 |
| after global placement | 0.478 | 0.000186 | 100 | 539 |
| after detailed placement | 0.479 | 0.000186 | 100 | 539 |
| after CTS | 0.486 | 0.000317 | 103 | 562 |
| after global routing | 0.512 | 0.000325 | 103 | 562 |
| final | 0.489 | 0.000312 | 103 | 562 |
-- report_power, final --
group | internal, W | switching (W) | leakage (nW)
clock | 0.0000722 | 0.0000567 | 0.0138
sequential | 0.000168 | 0.000000000133 | 0.0645
combinational | 0.00000698 | 0.00000788 | 0.111
total | 0.000247 | 0.0000646 | 0.189
Power and IR drop assume default switching activity.
